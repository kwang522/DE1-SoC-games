### flow/design.v
module card_drawer (
    input [9:0] x,
    input [8:0] y,
    input [9:0] card_x,
    input [8:0] card_y,
    input [3:0] card_value,   
	 input card_visible,  
    output logic [7:0] r_out,
    output logic [7:0] g_out,
    output logic [7:0] b_out
);
    parameter CARD_WIDTH = 60;
    parameter CARD_HEIGHT = 84;
    parameter BORDER_WIDTH = 2;
    logic in_card, in_border, in_symbol;
    logic [9:0] symbol_x;
    logic [8:0] symbol_y;
    always_comb begin
        in_card = (x >= card_x && x < card_x + CARD_WIDTH && 
                   y >= card_y && y < card_y + CARD_HEIGHT);
        in_border = in_card && ((x - card_x < BORDER_WIDTH) || 
                               (x - card_x >= CARD_WIDTH - BORDER_WIDTH) ||
                               (y - card_y < BORDER_WIDTH) || 
                               (y - card_y >= CARD_HEIGHT - BORDER_WIDTH));
        symbol_x = x - card_x - 8;
        symbol_y = y - card_y - 8;
        in_symbol = in_card && (x - card_x >= 8 && x - card_x <= 25) &&
                              (y - card_y >= 8 && y - card_y <= 35);
        {r_out, g_out, b_out} = {8'h00, 8'h00, 8'h00};
        if (in_border) begin
            {r_out, g_out, b_out} = {8'hFF, 8'hFF, 8'hFF};
        end
        else if (in_symbol) begin
            case(card_value)
                4'd1:  draw_ace();       
                4'd2:  draw_number_2();
                4'd3:  draw_number_3();
                4'd4:  draw_number_4();
                4'd5:  draw_number_5();
                4'd6:  draw_number_6();
                4'd7:  draw_number_7();
                4'd8:  draw_number_8();
                4'd9:  draw_number_9();
                4'd10: draw_number_10();
                4'd11: draw_jack();      
                4'd12: draw_queen();     
                4'd13: draw_king();      
                default: {r_out, g_out, b_out} = {8'h00, 8'h00, 8'h00};
            endcase
        end
    end
    task draw_ace();
        if ((symbol_x < 2) || (symbol_x > 15) ||         
            (symbol_y < 3) ||                            
            (symbol_y > 10 && symbol_y < 13))            
            {r_out, g_out, b_out} = {8'hFF, 8'hFF, 8'hFF};
    endtask
    task draw_number_2();
        if ((symbol_y < 3) ||                            
            (symbol_y > 10 && symbol_y < 13) ||          
            (symbol_y > 20) ||                           
            (symbol_x < 2 && symbol_y > 13) ||           
            (symbol_x > 15 && symbol_y < 10))            
            {r_out, g_out, b_out} = {8'hFF, 8'hFF, 8'hFF};
    endtask
    task draw_number_3();
        if ((symbol_y < 3) ||                            
            (symbol_y > 10 && symbol_y < 13) ||          
            (symbol_y > 20) ||                           
            (symbol_x > 15))                             
            {r_out, g_out, b_out} = {8'hFF, 8'hFF, 8'hFF};
    endtask
 	 task draw_number_4();
		 if (symbol_x < 2 && symbol_y < 13) begin
			  {r_out, g_out, b_out} = {8'hFF, 8'hFF, 8'hFF};
		 end
		 else if (symbol_y > 10 && symbol_y < 13) begin
			  {r_out, g_out, b_out} = {8'hFF, 8'hFF, 8'hFF};
		 end
		 else if (symbol_x > 15) begin
			  {r_out, g_out, b_out} = {8'hFF, 8'hFF, 8'hFF};
		 end
	 endtask
    task draw_number_5();
        if ((symbol_y < 3) ||                            
            (symbol_y > 10 && symbol_y < 13) ||          
            (symbol_y > 20) ||                           
            (symbol_x < 2 && symbol_y < 13) ||           
            (symbol_x > 15 && symbol_y > 10))            
            {r_out, g_out, b_out} = {8'hFF, 8'hFF, 8'hFF};
    endtask
    task draw_number_6();
        if ((symbol_y < 3) ||                            
            (symbol_y > 10 && symbol_y < 13) ||          
            (symbol_y > 20) ||                           
            (symbol_x < 2) ||                            
            (symbol_x > 15 && symbol_y > 10))            
            {r_out, g_out, b_out} = {8'hFF, 8'hFF, 8'hFF};
    endtask
    task draw_number_7();
        if ((symbol_y < 3) ||                            
            (symbol_x > 15))                             
            {r_out, g_out, b_out} = {8'hFF, 8'hFF, 8'hFF};
    endtask
    task draw_number_8();
        if ((symbol_y < 3) ||                            
            (symbol_y > 10 && symbol_y < 13) ||          
            (symbol_y > 20) ||                           
            (symbol_x < 2) ||                            
            (symbol_x > 15))                             
            {r_out, g_out, b_out} = {8'hFF, 8'hFF, 8'hFF};
    endtask
    task draw_number_9();
        if ((symbol_y < 3) ||                            
            (symbol_y > 10 && symbol_y < 13) ||          
            (symbol_y > 20) ||                           
            (symbol_x < 2 && symbol_y < 13) ||           
            (symbol_x > 15))                             
            {r_out, g_out, b_out} = {8'hFF, 8'hFF, 8'hFF};
    endtask
	 task draw_number_10();
		 if ((symbol_x >= 3 && symbol_x <= 6)) begin
			  {r_out, g_out, b_out} = {8'hFF, 8'hFF, 8'hFF};
		 end
		 else if ((symbol_x >= 9 && symbol_x <= 10)) begin
			  {r_out, g_out, b_out} = {8'hFF, 8'hFF, 8'hFF};
		 end
		 else if ((symbol_x >= 15 && symbol_x <= 16)) begin
			  {r_out, g_out, b_out} = {8'hFF, 8'hFF, 8'hFF};
		 end
		 else if ((symbol_y < 3 && symbol_x >= 9 && symbol_x <= 16)) begin
			  {r_out, g_out, b_out} = {8'hFF, 8'hFF, 8'hFF};
		 end
		 else if ((symbol_y > 20 && symbol_x >= 9 && symbol_x <= 16)) begin
			  {r_out, g_out, b_out} = {8'hFF, 8'hFF, 8'hFF};
		 end
	 endtask
    task draw_jack();
        if ((symbol_y > 20) ||                           
            (symbol_x > 15) ||                           
            (symbol_x < 2 && symbol_y > 15))             
            {r_out, g_out, b_out} = {8'hFF, 8'hFF, 8'hFF};
    endtask
    task draw_queen();
        if ((symbol_y < 3) ||                            
            (symbol_y > 20) ||                           
            (symbol_x < 2) ||                            
            (symbol_x > 15) ||                           
            (symbol_x == symbol_y && symbol_x > 10))     
            {r_out, g_out, b_out} = {8'hFF, 8'hFF, 8'hFF};
    endtask
    task draw_king();
        if ((symbol_x < 2) ||                            
            (symbol_x + symbol_y == 15 && symbol_y < 12) ||  
            (symbol_x - symbol_y == -5 && symbol_y > 11))    
            {r_out, g_out, b_out} = {8'hFF, 8'hFF, 8'hFF};
    endtask
endmodule
### flow/run.sh
#!/bin/bash
# OpenROAD 26Q1-2900-gdf79404cd8, Yosys 0.63+post, stock flow scripts
make -C /OpenROAD-flow-scripts/flow DESIGN_CONFIG=/design/flow/config.mk WORK_HOME=/design/flow/orfs finish
### flow/config.mk
export PLATFORM = sky130hd
export DESIGN_NAME = card_drawer
export DESIGN_NICKNAME = card_drawer
export VERILOG_FILES = /design/flow/design.v
export SDC_FILE = /design/flow/constraint.sdc
export NUM_CORES = 4
export LEC_CHECK = 1
export CORE_UTILIZATION = 40
### flow/constraint.sdc
current_design card_drawer

set clk_period 14.8
set clk_io_pct 0.2

create_clock -name clk0 -period $clk_period

set non_clock_inputs [all_inputs -no_clocks]
set_input_delay [expr $clk_period * $clk_io_pct] -clock clk0 $non_clock_inputs
set_output_delay [expr $clk_period * $clk_io_pct] -clock clk0 [all_outputs]
==> results_dict.tcl <==
# metrics dict for downstream scripts
set metrics [dict create \
    status "finished, final reports clean" \
    clockPowerShare_pct 0 \
    start_kind "primary input" \
    fmax_mhz 84.0 \
    layout_top_cell "ha_1" \
    leakage_nw 1.80 \
    flops 0 \
    ios 67 \
    cp_top_family "AND-OR/OR-AND gates" \
    setup_viol 0 \
    warnings 55 \
    grt_pass1_wl_um 15600 \
    min_period_ns 11.90 \
    seq_power_share_pct 0 \
    chipWidth_um 98.2 \
    cts_setup_buffers 0 \
    tns_ns 0 \
    ant_nets 0 \
    place_ws_ns 2.99 \
    max_cap_viol_count 0 \
    ys_chip_area_um2 3700 \
    sw_frac_of_total_pct 57.5 \
    worst_setup_path_end_kind "primary output" \
    wl_per_cell_um 14.0 \
    maxSlewViolCount 0 \
    antenna_found_initial 0 \
    wl_um 9220 \
    grtUsageTotal_pct 19.4 \
    vdd_ir_drop_max_mv 0.0260 \
    synth.largest_area_cell "ha_1" \
    core_um2 8850 \
    crit_fanout 24 \
    path_cells "clkdlybuf4s50_1 -> inv_1 -> ha_1 -> a21o_1 -> o21a_1 -> nor2_1 -> inv_1 -> ha_1 -> nand3_1 -> xnor2_1 -> ha_1 -> nor4_1 -> nand3_1 -> nor4_1 -> nand3_1 -> a2111oi_0 -> a211o_1 -> o41a_1 -> clkdlybuf4s50_1" \
    topCellsByArea "ha_1, xnor2_1, a21oi_1" \
    hpwl_um 7870 \
    setup_slack_ns 2.90 \
    yosysTopAreaCellShare_pct 22.7 \
    critical_path_required_ns 11.84 \
    chipArea_um2 9640 \
    p_sw_mw 0.157 \
    n_antenna_cell 0 \
    arrival_ns 8.94 \
    nClkBuffers 0 \
    gp_congestion 0.941 \
    dr.pass1.iters 15 \
    final_cell_mix "ha_1, clkdlybuf4s50_1, inv_1, nor2_1, a21oi_1" \
    critPathBufInv 4 \
    hold_ws_ns 7.75 \
    vias 3692 \
    drive_gt1_share_pct 2.91 \
    io_buffers 66 \
    grt_max_degree 25 \
    slowest_delay_ns 0.63 \
    yosysWarnings 1 \
    internal-power_mw 0.116 \
    worst_pin_slew_ns 0.746 \
    ctsHoldBuffers 0 \
    relSlewSlack_pct 50.3 \
    seqCellArea_um2 0 \
    vias_per_cell 5.61 \
    hold_path.class "in -> out" \
    grt_pass1_vias 3321 \
    path_class "in -> out" \
    yosysSeqAreaShare_pct 0 \
    slowest_stage "o41a_1" \
    rows 34 \
    comb_power_share_pct 100.0 \
    hold_viol_final 0 \
    rsz0062_at_grt "no" \
    dr.first_iter.drc_count 178 \
    initial_core_util_pct 41.8 \
    syn_inst 520 \
    powerDensity_nw_per_um2 64.3 \
    ys_types 73 \
    ys_cells 520 \
    grt_overflow 0 \
    die_h_um 98.2 \
    fin_crit_sh_pct 80.4 \
    route.detailed.drc 0 \
    area_growth_pct 14.9 \
    post_cts_resized 0 \
    syn_avg_cell_area_um2 7.11 \
    synth_area_um2 3700 \
]
[path summary, 6_finish.rpt]
kind / start / end / depth (start not counted)
setup / recovery: card_x[2] / g_out[6] / 19
hold / removal: y[8] / r_out[2] / 7
[cell families after synthesis]
group                      synth area share, %
and+or+nand+nor                           26.0
AOI/OAI and AO/OA                         27.0
buffers and inverters                     11.8
adders and majority gates                 24.8
xor gates and xnor gates                  9.71
muxes                                    0.575
[per-stage QoR]
step | power, mW | cells | util [%] | cell area (um2)
after floorplan | 0.206 | 520 | - | 3700
after global placement | 0.270 | 658 | 48.0 | 4250
after detailed placement | 0.269 | 658 | 48.0 | 4250
after CTS | 0.271 | 658 | 48.0 | 4250
after global routing | 0.308 | 658 | 48.0 | 4250
final | 0.273 | 658 | 48.0 | 4250
[synthesized netlist by cell type (all sizes together), types with 6 or more instances]
| cell | n |
|---|---|
| ha | 67 |
| inv | 47 |
| nor2 | 39 |
| a21oi | 37 |
| nand2 | 35 |
| buf | 32 |
| o21ai | 29 |
| xnor2 | 27 |
| nand3 | 20 |
| nor3 | 14 |
| xor2 | 14 |
| nor2b | 10 |
| nor4 | 9 |
| and3 | 8 |
| a211oi | 7 |
| o21a | 7 |
| a21o | 6 |
| clkbuf | 6 |
| nand2b | 6 |
| o211ai | 6 |
| or3 | 6 |
[metal layers]
layer / up-vias / part of all wire [%] / GRT usage [%]
li1: 1936 / - / -
met1: 1687 / 53 / 30.1
met2: 65 / 43 / 30.8
met3: 4 / 3.2 / 1.09
met4: 0 / 0.63 / 1.38
met5: - / 0 / 0
[power by group through the flow]
stage                 sequential [mW]  clock (mW)  combinational (mW)
final                               0           0               0.273
after global routing                0           0               0.308
after CTS                           0           0               0.271
[tightest hold or removal path: stages]
cell and delay [ns]:
clkdlybuf4s50_1 0.44, ha_1 0.23, a21oi_1 0.11, a2111oi_0 0.06, buf_4 0.14, o41a_1 0.34, clkdlybuf4s50_1 0.50
[cell type report]
cell class / instances / area (um2)
Fill cell: 903 / 4600
Inverter: 47 / 176
Multi-Input combinational cell: 435 / 3260
Tap cell: 108 / 135
Timing Repair Buffer: 68 / 676
Power figures rest on the tool's default switching activity, not on a simulated workload.
